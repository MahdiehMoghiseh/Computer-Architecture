==> flow/run.sh <==
#!/bin/bash
# OpenROAD 26Q1-2900-gdf79404cd8, Yosys 0.63+post, stock flow scripts
make -C /OpenROAD-flow-scripts/flow DESIGN_CONFIG=/design/flow/config.mk WORK_HOME=/design/flow/orfs finish
==> flow/config.mk <==
export PLATFORM = sky130hd
export DESIGN_NAME = FirstMUX
export DESIGN_NICKNAME = FirstMUX
export VERILOG_FILES = /design/flow/design.v
export SDC_FILE = /design/flow/constraint.sdc
export NUM_CORES = 4
export LEC_CHECK = 1
export CORE_AREA = 10 10 70 70
export DIE_AREA = 0 0 80 80
==> flow/constraint.sdc <==
current_design FirstMUX

set clk_period 1.0
set clk_io_pct 0.2

create_clock -name clk0 -period $clk_period

set non_clock_inputs [all_inputs -no_clocks]
set_input_delay [expr $clk_period * $clk_io_pct] -clock clk0 $non_clock_inputs
set_output_delay [expr $clk_period * $clk_io_pct] -clock clk0 [all_outputs]
==> flow/design.v <==
module FirstMUX(
  input [31:0] in00,in11,
  input sel1,
  output [31:0] outt
  );
  assign outt = sel1 == 0 ? in00 : in11;
endmodule
==> notes.md <==
The synthesis and place-and-route flow finished, so here is a summary.

The kind of critical path is primary input to primary output. The total standard cell area after synthesis came out at roughly 540 µm². Per the cell usage report, the commonest logic cells after layout are sky130_fd_sc_hd__dlygate4sd2_1 (40), sky130_fd_sc_hd__mux2_4 (32), sky130_fd_sc_hd__buf_6 (29).

The multi-input gate area in the final layout came out at ~480 µm². The worst hold path belongs to the class primary input to primary output. The x dimension of the die came out at approximately 80 µm. The critical path required time came out at approximately 0.8 ns.

The worst setup path is launched from a primary input. The clock tree buffer count of the final layout is 0. The total overflow reported by the global router came out at 0. The flow ran to the end, but the final reports show violations.

The die covers 6400 µm². The area inside the core boundary came out at approximately 3400 µm². The combined flip-flop and latch cell area is 0 µm².

The gate-level netlist out of Yosys references 4 unique cell types. The number of sequential storage elements came out at 0. The most common cell after layout, fill and taps aside is sky130_fd_sc_hd__dlygate4sd2_1. The yosys synthesis chip area came out at 544 µm².

The number of iterations in the first detailed-routing pass came out at 2. Setup repair after global routing could not meet its margin everywhere. The yosys synthesis warning count is 0. The pin count of the biggest net entering global routing is 8.

The average detailed-routed wire length per instance is 14.8 µm. The global routing report lists combined usage of all routing layers as 0.0787. The overall power is 0.660 mW. The highest supply drop recorded on VDD is 173 µV. The global placement routability congestion came out at 0.760. The period utilization is 1.18. The report lists the cells along the critical path as buf_12 -> buf_12 -> buf_8 -> mux2_4 -> buf_6. After synthesis, the mean cell area works out to between 15 and 20 µm². The total detailed-routing wirelength came out at approximately 2800 µm.

Hold-check failures listed in the final report amount to 0. Counting stages on the worst path, the most repeated cell is sky130_fd_sc_hd__buf_12. The slew at the pin closest to its max-slew limit is between 0.06 and 0.07 ns. The global-route wire length before repair is between 4000 and 5000 µm. The placed wire-length estimate after detailed placement is between 2000 and 2500 µm.

The effective utilization at floorplan came out at 0.159. The post-CTS hold buffer count recorded in the log is 0. The critical path data arrival time is a little under 1 ns. The part of the Yosys area used for sequential elements is 0. The gate count after technology mapping came out at 36.

The row count came out at 21. The launching element of the worst setup path is sel1. The timing-limited maximum frequency is 851 MHz. The violation tally recorded at the end of detailed-routing iteration 0 is 4. The number of port buffers is just under 100.

The final critical delay including setup and external delays is approximately 1.2 ns. The start point of the worst hold path is in00[24]. The checks that failed: setup timing.

The I/O pin total came out at slightly below 100. Once routing completed, OpenROAD measured the worst setup slack at -0.175 ns. The total leakage power is between 0.9 and 1 nW. The buffering stage count on the worst path with inverters included is 4. The via count of the first global-routing pass came out at around 800. The synthesis-to-layout area growth came out at 212%. The worst slew margin relative to its limit came out at 0.959.

The highest cell delay on the worst timing path is 0.30 ns. The power density of the placed cells is roughly 390 nW/µm². The max-cap check violation count is 0. The max-slew violation count is 0. By area the synthesized netlist is led by sky130_fd_sc_hd__mux2_4 (83%), sky130_fd_sc_hd__buf_12 (11%), sky130_fd_sc_hd__mux2_2 (4.1%), sky130_fd_sc_hd__buf_6 (2.1%). The initial antenna violation count came out at 0. The kind of capture point of the worst setup path is a primary output. The largest area contributor in the netlist is sky130_fd_sc_hd__mux2_4. The share of cells above drive strength 1 came out at 0.562. The number of antenna-violating nets in the routed design is 0. In the final report, the number of endpoints failing setup comes to 32. The count of filler cells inserted in the layout came out at around 330. The routed layout has ~730 vias. The stage logs contain a warning count of 34. Of the post-synthesis cell area, the dominant cell type holds 0.828. The total cells reported by yosys after synthesis came out at 36. The maximum net fanout on the critical path came out at 7. Leaving out filler cells and counting taps, the final layout contains 192.

For this design, the slowest cell found on the critical path is sky130_fd_sc_hd__mux2_4. The number of placed instances with taps included is ~180. Antenna repair during routing inserted a diode count of 0. The detailed-route vias per instance is 3.80.

After detailed routing, the number of remaining DRC violations is 0. Among cell families on the critical path, the largest total delay comes from buffers and inverters. The vertical die size is 80 µm.
## tightest hold or removal path: cells and delay by family
family	cells	cell delay [ns]
mux	1	0.13
buf+inv	2	0.16
## kinds of logic after synthesis
logic type | after synthesis | share of synthesized area
buffers and inverters | 4 | 0.131
multiplexers | 32 | 0.869
## area by class of cell
type	instances	area share
multi-input combinational	32	0.283
tap	46	0.0339
timing repair buffer	114	0.683
## cells in the mapped netlist
| master | instances |
|---|---|
| sky130_fd_sc_hd__buf_12 | 3 |
| sky130_fd_sc_hd__buf_6 | 1 |
| sky130_fd_sc_hd__mux2_2 | 2 |
| sky130_fd_sc_hd__mux2_4 | 30 |
## power breakdown
part | total [mW] | switching (mW) | internal (mW)
Sequential | 0 | 0 | 0
Combinational | 0.660 | 0.141 | 0.519
Clock | 0 | 0 | 0
## path summary, 6_finish.rpt
path                    to  slack, ns  cells past startpoint
setup / recovery  outt[31]      -0.18                      5
hold / removal    outt[24]       0.69                      3
## routing by layer
layer / wire (µm) / up-vias / GRT usage
met5: 0 / - / 0
met4: 0 / 0 / 0
met3: 313 / 0 / 0.0307
met2: 1390 / 51 / 0.143
met1: 1140 / 317 / 0.0897
li1: - / 362 / -
## stage by stage
stage / cell area [µm²] / worst slack, ns / utilization / setup TNS, ns / hold slack, ns
floorplan: 544 / 0.0669 / - / 0 / 0.498
global placement: 1540 / -0.492 / 0.450 / -15.25 / 1.33
detailed placement: 1540 / -0.497 / 0.450 / -15.27 / 1.33
CTS: 1610 / -0.178 / 0.470 / -5.20 / 0.800
global route: 1700 / -0.194 / 0.497 / -5.62 / 0.714
finish: 1700 / -0.175 / 0.497 / -5.03 / 0.694
## what timing repair did
action	4_1_cts	5_1_grt
setup endpoints to repair	32	32
gates cloned	1	0
setup buffers	14	0
resized	170	23
Power and IR drop assume default switching activity.
