<file path="./config.mk">
export PLATFORM = sky130hd
export DESIGN_NAME = ALU32
export DESIGN_NICKNAME = ALU32
export VERILOG_FILES = /design/flow/design.v
export SDC_FILE = /design/flow/constraint.sdc
export NUM_CORES = 4
export LEC_CHECK = 1
export CORE_UTILIZATION = 40
</file>
<file path="./constraint.sdc">
current_design ALU32

set clk_period 14.4
set clk_io_pct 0.2

create_clock -name clk0 -period $clk_period

set non_clock_inputs [all_inputs -no_clocks]
set_input_delay [expr $clk_period * $clk_io_pct] -clock clk0 $non_clock_inputs
set_output_delay [expr $clk_period * $clk_io_pct] -clock clk0 [all_outputs]
</file>
<file path="./design.v">
module ALU32(
  input [31:0] a,b,
  input [3:0] operation,
  output reg [31:0] result,
  output reg cout,overflow,zero
  );
  wire Cin,CoutCLA1,CoutCLA2;
  wire [31:0] sum,sum2;
  assign Cin = operation == 4'b0110 ? 1 : 0;
  cla cla(a,b,Cin,sum,CoutCLA1);
  cla cla2(a,~b,Cin,sum2,CoutCLA2);
  always @(*) begin
    overflow = 0;
    cout = 0;
    case (operation)
      4'b0000 : begin
        result = a&b;
      end
      4'b0001 : begin
        result = a|b;
      end
      4'b0010 : begin
        result = sum;
        cout = CoutCLA1;
        if (a<0 && b<0 && result>0) begin
          overflow = 1;
        end
        if (a>0 && b>0 && result<0) begin
          overflow = 1;
        end
      end
      4'b0110 : begin
        result = sum2;
        cout = CoutCLA2;
      end
      4'b0111 : begin
        result = (a<b ? 1 : 0);
      end
      4'b1100 : begin
        result = ~(a|b);
      end
    endcase
    zero = result==0 ? 1 : 0;
  end
endmodule
module cla(a,b,Cin,s,Cout);
  input [31:0] a;
  input [31:0] b;
  input Cin;
  output [31:0] s;
  output Cout;
  wire [31:0] gen;
  wire [31:0] pro;
  wire [32:0] carry_tmp;
  genvar j, i;
  generate
  assign carry_tmp[0] = Cin;
  for(j = 0; j < 32; j = j + 1) 
  begin : carry_generator
  assign gen[j] = a[j] & b[j];
  assign pro[j] = a[j] | b[j];
  assign carry_tmp[j+1] = gen[j] | pro[j] & carry_tmp[j];
  end
  assign Cout = carry_tmp[32];
  for(i = 0; i < 32; i = i+1) 
  begin: sum_without_carry
  assign s[i] = a[i] ^ b[i] ^ carry_tmp[i];
  end 
  endgenerate 
endmodule
</file>
<file path="./run.sh">
#!/bin/bash
# OpenROAD 26Q1-2900-gdf79404cd8, Yosys 0.63+post, stock flow scripts
make -C /OpenROAD-flow-scripts/flow DESIGN_CONFIG=/design/flow/config.mk WORK_HOME=/design/flow/orfs finish
</file>
==> results.yml <==
# yosys + openroad results
run_status:
  status: "complete, but fails checks"
  failed_checks: "setup timing"
timing:
  finalHoldViolations: 0
  slew_headroom: 0.486
  whs_ns: 6.39
  fin_crit_sh: 1.33
  setup_viol: 2
  finalMaxSlewViolations: 0
  unclocked_regs: 32
  fin_ws_ns: -4.71
  clock.fmax_mhz: 52.3
  period_needed_ns: 19.11
  worst_pin_slew_ns: 0.761
  untimed_endpoints: 64
  rsz0062_at_grt: "yes"
final_layout:
  final_area_mm2: 0.00681
  lay_top_cells: "97 x ha_1, 93 x clkdlybuf4s50_1, 88 x buf_4, 78 x inv_1, 43 x fa_2"
  largest_reg_flops: 32
  area_growth_pct: 39.5
  final_common_cell: "ha_1"
  seq_area_um2: 480
  stdcell_count: 827
  area.combinational_mm2: 0.00415
  fillers: 992
  drive_gt1_frac: 0.262
synthesis:
  ys_warn_count: 1
  yosys_cells: 513
  async_reset_ff_frac: 0
  ys.flops: 32
  syn_area_mm2: 0.00488
  ff_type: "dlxtn_1"
  syn_area_per_cell_um2: 9.51
  ys_types: 50
  yosys_area_mm2: 0.00488
  syn_inst: 513
  edf_count: 0
drt:
  num_antenna_cells: 0
  drc: 0
  wl_um: 12700
  ant_nets: 0
  wire_per_inst_um: 15.3
  dr.first_iter.drc_count: 119
  vias: 4143
  via_per_inst: 5.01
  firstDrtPassIters: 4
setup_path:
  cp_data_required_time_ns: 11.52
  critical-path-max-stage-delay_ns: 0.51
  crit_top_cell: "fa_2"
  worstPathArrival_ns: 16.23
  cp_max_fo: 2
  crit_type: "primary input to output pin"
  crit_buf_inv: 7
  cpMaxStageDelayCell: "or4_4"
  cp-start-kind: "primary input"
  crit_family: "adder cells"
  crit_path_end_kind: "output pin"
grt:
  track_usage: 0.225
  grt_pass1_vias: 4467
  grt_max_degree: 30
  grt_use_met3: 0.0385
  antenna_found_initial: 0
  overflow: 0
  grt_util_met1: 0.339
  use_met2: 0.375
  grt_busiest_layer: "met2"
  grt_pass1_wl_um: 21800
floorplan:
  chipArea_mm2: 0.0126
  num_rows: 39
  fp_util: 0.419
  fp.dieW_um: 112
  chipHeight_um: 112
  core-area_mm2: 0.0117
  pin_count: 103
pwr:
  cellLeakagePower_uw: 0.00324
  peakVddDrop_mv: 0.0138
  power_density_mw_per_mm2: 30.0
placed_design:
  post-dp-hpwl_um: 10400
  io_buffer_count: 102
  place_inst: 824
  placed_area_mm2: 0.00672
  gp_congestion: 0.908
flow_run:
  maxCapViolations: 0
  warnings: 101
worst_hold_path:
  hold_path.class: "primary input to output pin"
path summary, 6_finish.rpt:
kind	cells after the start	endpoint	from
max	46	zero	b[0]
min	5	cout	operation[3]
power breakdown:
part	internal, uW	switching, uW
logic	102	87.4
registers	12.9	1.58
clock network	0	0
total	115	88.9
per-stage QoR:
step / util / worst slack, ns / setup TNS, ns / total power, uW
finish: 0.584 / -4.71 / -7.51 / 204
global route: 0.584 / -5.13 / -8.24 / 231
CTS: 0.583 / -4.77 / -7.62 / 205
detailed placement: 0.576 / -5.70 / -9.43 / 200
global placement: 0.576 / -5.61 / -9.30 / 198
floorplan: - / -4.52 / -7.19 / 114
repair_timing:
item,CTS,global route
resized,54,7
buffers inserted,3,0
endpoints found under the setup margin,2,2
hold buffers,0,0
pin swaps,4,0
layout make-up:
| class | instances | share of cell area |
|---|---|---|
| Inverter | 84 | 0.0463 |
| Multi-Input combinational cell | 376 | 0.609 |
| Sequential cell | 32 | 0.0705 |
| Tap cell | 143 | 0.0263 |
| Timing Repair Buffer | 192 | 0.248 |
per-layer routing:
metal,vias to the layer above,part of all wire
met5,-,0
met4,0,0.0024
met3,4,0.052
met2,115,0.47
met1,1949,0.48
li1,2075,-
logic make-up (layout without fill, tap and decap cells):
| group | Yosys count | in the layout | synth area share |
|---|---|---|---|
| latches | 32 | 32 | 0.0984 |
| fa+ha+maj | 160 | 160 | 0.506 |
| other cells | 1 | 1 | 0.000768 |
| compound gates | 103 | 103 | 0.154 |
| mux | 24 | 24 | 0.0561 |
| simple gates | 88 | 88 | 0.0961 |
| buf+inv | 105 | 276 | 0.0895 |
synthesized netlist by cell type (2+ instances only):
cell type | number | share of area
a22oi_1 | 2 | 0.0031
o2111ai_1 | 2 | 0.0036
or4_1 | 6 | 0.0092
buf_4 | 2 | 0.0031
nor4_1 | 9 | 0.012
clkbuf_1 | 10 | 0.0077
nor3_1 | 4 | 0.0041
a2bb2oi_1 | 19 | 0.034
a21oi_1 | 21 | 0.022
mux2_2 | 18 | 0.042
dlxtn_1 | 32 | 0.098
o211ai_1 | 22 | 0.034
and2_1 | 2 | 0.0026
inv_1 | 84 | 0.065
o21bai_1 | 8 | 0.012
o21ai_0 | 5 | 0.0051
nor2b_1 | 3 | 0.0038
mux2i_1 | 3 | 0.0062
nor4bb_1 | 2 | 0.0041
buf_6 | 4 | 0.0092
buf_2 | 4 | 0.0041
a211o_1 | 3 | 0.0054
fa_1 | 62 | 0.25
a2111oi_0 | 3 | 0.0054
nor2_1 | 24 | 0.018
a211oi_1 | 3 | 0.0046
nand2_1 | 26 | 0.020
or4b_1 | 2 | 0.0041
ha_1 | 98 | 0.25
mux2_4 | 2 | 0.0062
o22ai_1 | 9 | 0.012
Power is estimated from default activity; no workload was simulated.
