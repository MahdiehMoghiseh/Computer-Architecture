==> design/flow/design.v <==
module SecondMUX(
  input [31:0] in000,in111,
  input sel2,
  output [31:0] outtt
  );
  assign outtt = sel2 == 0 ? in000 : in111;
endmodule
==> design/flow/run.sh <==
#!/bin/bash
# OpenROAD 26Q1-2900-gdf79404cd8, Yosys 0.63+post, stock flow scripts
make -C /OpenROAD-flow-scripts/flow DESIGN_CONFIG=/design/flow/config.mk WORK_HOME=/design/flow/orfs finish
==> design/flow/config.mk <==
export PLATFORM = sky130hd
export DESIGN_NAME = SecondMUX
export DESIGN_NICKNAME = SecondMUX
export VERILOG_FILES = /design/flow/design.v
export SDC_FILE = /design/flow/constraint.sdc
export NUM_CORES = 4
export LEC_CHECK = 1
export CORE_AREA = 10 10 70 70
export DIE_AREA = 0 0 80 80
==> design/flow/constraint.sdc <==
current_design SecondMUX

set clk_period 1.0
set clk_io_pct 0.2

create_clock -name clk0 -period $clk_period

set non_clock_inputs [all_inputs -no_clocks]
set_input_delay [expr $clk_period * $clk_io_pct] -clock clk0 $non_clock_inputs
set_output_delay [expr $clk_period * $clk_io_pct] -clock clk0 [all_outputs]
==> Changelog: implementation <==
### Metrics

- WHS Path Cells: 3
- Post-synthesis instance area: 544 sq um
- Post-synthesis sequential area ratio: 0%
- Fin. Hold Viols: 0
- Die width: 80 microns
- Reg power frac: 0%
- Int Power: 519 uW
- Gpl congestion: 0.760
- Final core occ: 49.7%
- 1st-pass router iterations: 2
- Max-area cell share: 82.8%
- RSZ-0062 raised after global routing: true
- Hold worst-path end: outtt[24]
- Final setup fails: 32
- Actual slew at the worst max-slew pin: 61.1 ps
- Die area: around 0.0064 sq mm
- Outcome: finished with violations
- Total gr overflow: 0
- Cts hold-fix bufs: 0
- Stage-log warning count: 34
- NetSw: 141 uW
- Largest net degree at the start of global routing: 8
- Pleak: 0.990 nW
- Post-route ant nets: 0
- CORE AREA: 0.00342 sq mm
- Ys cells: 36
- Layout cells sized above 1: about 56%
- Clk pwr share: 0%
- Gr usage total: 7.87%
- Fillers: 327
- Avg Cell Area, Syn: 15.1 sq um
- PD cells: ~390 mW/mm^2
- DR iter-0 viols: 4
- Crit path DRT: approximately 800 ps
- Ys Warns: 0
- First-pass GRT wire length: around 4.1 mm
- HP Start: in000[24]
- Leading area contributor after synthesis: mux2_4
- Minimum clock period: between 1000 and 1500 ps
- Final Max-Slew Violation Tally: 0
- DP HPWL: about 2.4 mm
- Synth area leaders: mux2_4, buf_12, mux2_2, buf_6
- Via/cell ratio: 3.80
- Fin worst setup slack: -175 ps
- I/O pins: approximately 97
- Cell Rows: 21
- Critical path capture point type: output pin
- Vias: 730
- Net Sw Frac: 21.3%
- YS chip area: 544 sq um
- Failing checks: setup timing
- Worst EP arrival: 980 ps
- Max-Slew Margin vs Limit: 95.9%
- N_diodes: 0
- IO Port Bufs: ~97
- Detailed Route WL: 2.85 mm
- Clock buffer count: 0
- Logic pwr share: about 100%
- Distinct lib cells: 4
- Final period util: 118%
- Flop count: 0
- Crit Path Category: in2out
- Hold crit path type: in2out
- Peak VDD IR: roughly 170 uV
- CP Launch Type: input pin
- Residual DRC count: 0
- Total negative slack: -5030 ps
- Fmax: about 850 MHz
- Max Cap Viol: 0
- Wire length per cell: roughly 15 microns
- Sequential cell area: 0 sq um
- Worst Path Max Fanout: 7
- Initial antenna violation count: 0
- Number of global-route vias before repair: 824
- Starting density of the core: 15.9%
- DIE HEIGHT: 80 microns
- Layout area overhead: 212%
- Syn Inst Count: 36
critical path, cell delays in order:
cell,delay [ps]
buf_12,110
buf_12,130
buf_8,120
mux2_4,300
buf_6,110
area by class of cell:
class              count  area (sq um)  area share [%]
well taps             46          57.6            3.39
multi-input cells     32           480            28.3
repair buffers       114          1160            68.3
cells by family after synthesis:
family	after synthesis	share of synthesized area, %
muxes	32	86.9
buffers and inverters	4	13.1
power by group through the flow:
stage | registers, mW | clock network, mW | logic (mW)
final | 0 | 0 | 0.660
after CTS | 0 | 0 | 0.644
after global routing | 0 | 0 | 0.706
metal layers:
metal	global-route usage [%]	share of wire, %	routed length, microns	vias up
met5	0	0	0	-
met4	0	0	0	0
met3	3.07	11	313	0
met2	14.3	49	1390	51
met1	8.97	40	1140	317
li1	-	-	-	362
repair_timing:
action,in CTS,in global routing
gates resized,170,23
endpoints found under the setup margin,32,32
cloned,1,0
setup buffers,14,0
endpoints found under the hold margin,0,0
placed cells by master, fill, tap and decap left out:
cell type,Yosys,final
dlygate4sd2_1,0,40
buf_16,0,1
buf_8,0,3
mux2_4,30,32
buf_4,0,2
buf_6,1,29
buf_12,3,3
buf_2,0,12
clkdlybuf4s50_1,0,10
dlymetal6s2s_1,0,14
synthesized netlist by cell type:
master,n
mux2_4,30
buf_6,1
buf_12,3
mux2_2,2
through the flow:
stage / hold WS (ps) / instances / total power [mW] / cell area (sq um) / worst slack (ps)
final: 694 / 192 / 0.660 / 1700 / -175
after global routing: 714 / 192 / 0.706 / 1700 / -194
after CTS: 800 / 192 / 0.644 / 1610 / -178
after detailed placement: 1330 / 177 / 0.655 / 1540 / -497
after global placement: 1330 / 177 / 0.654 / 1540 / -492
after floorplan: 498 / 36 / 0.206 / 544 / 66.9
how the worst max path moves through the flow:
stage,from,to,slack [ps],depth (start not counted)
after global routing,sel2,outtt[31],-190,5
after CTS,sel2,outtt[0],-180,5
final,sel2,outtt[31],-180,5
No activity file was given, so power comes from the tool's default toggle rates.
